`./config.mk`:
```
export PLATFORM = sky130hd
export DESIGN_NAME = tinymoa_dcim
export DESIGN_NICKNAME = tinymoa_dcim
export VERILOG_FILES = /design/flow/design.v
export SDC_FILE = /design/flow/constraint.sdc
export NUM_CORES = 4
export LEC_CHECK = 1
export CORE_UTILIZATION = 50
```
`./constraint.sdc`:
```
current_design tinymoa_dcim

set clk_period 45.0
set clk_io_pct 0.2

create_clock -name clk0 -period $clk_period [get_ports {clk}]

set non_clock_inputs [all_inputs -no_clocks]
set_input_delay [expr $clk_period * $clk_io_pct] -clock clk0 $non_clock_inputs
set_output_delay [expr $clk_period * $clk_io_pct] -clock clk0 [all_outputs]
```
`./design.v`:
```
`default_nettype none
`timescale 1ns / 1ps
module tinymoa_compressor (
    input  [15:0] in,
    output [4:0]  out
);
    assign out = (5'd0 + in[0]) + in[1]  + in[2]  + in[3]
                       + in[4]  + in[5]  + in[6]  + in[7]
                       + in[8]  + in[9]  + in[10] + in[11]
                       + in[12] + in[13] + in[14] + in[15];
endmodule
`default_nettype none
`timescale 1ns / 1ps
module tinymoa_dcim #(
    parameter ARRAY_DIM = 32,  
    parameter ACC_WIDTH = 11   
)(
    input clk,
    input nrst,
    output reg        mmio_ready,
    input             mmio_write,
    input      [31:0] mmio_wdata,
    input             mmio_read,
    output reg [31:0] mmio_rdata,
    input      [5:0]  mmio_addr,
    input      [31:0] mem_rdata,
    output reg [31:0] mem_wdata,
    output reg        mem_write,
    output reg        mem_read,
    output reg [9:0]  mem_addr,
    output [2:0] dbg_state
);
    reg        cfg_start;
    reg        cfg_reload_weights;
    reg [2:0]  cfg_precision;     
    reg [9:0]  cfg_weight_base;   
    reg [9:0]  cfg_act_base;      
    reg [9:0]  cfg_result_base;   
    reg [5:0]  cfg_array_size;    
    reg [1:0]  status_reg;        
    reg [ARRAY_DIM-1:0] weight_reg [0:ARRAY_DIM-1];
    reg [ACC_WIDTH-1:0] shift_acc  [0:ARRAY_DIM-1];
    reg [ARRAY_DIM-1:0] act_slice;
    reg [15:0] bias_reg;
    wire [4:0] comp_lo_out [0:ARRAY_DIM-1];  
    wire [4:0] comp_hi_out [0:ARRAY_DIM-1];  
    wire [5:0] popcount [0:ARRAY_DIM-1];
    genvar col;
    generate
        for (col = 0; col < ARRAY_DIM; col = col + 1) begin : gen_col
            wire [ARRAY_DIM-1:0] xnor_bits = ~(weight_reg[col] ^ act_slice);
            tinymoa_compressor comp_lo (
                .in  (xnor_bits[15:0]),
                .out (comp_lo_out[col])
            );
            tinymoa_compressor comp_hi (
                .in  (xnor_bits[31:16]),
                .out (comp_hi_out[col])
            );
            assign popcount[col] = {1'b0, comp_lo_out[col]} + {1'b0, comp_hi_out[col]};
        end
    endgenerate
    localparam IDLE         = 3'd0;
    localparam LOAD_WEIGHTS = 3'd1;
    localparam FETCH_ACT    = 3'd2;
    localparam COMPUTE      = 3'd3;
    localparam STORE_RESULT = 3'd4;
    localparam DONE         = 3'd5;
    reg [2:0] state;
    assign dbg_state = state;
    reg [5:0] row_idx;     
    reg [2:0] bit_plane;   
    reg [1:0] fetch_wait;  
    always @(posedge clk or negedge nrst) begin
        if (!nrst) begin
            cfg_start          <= 1'b0;
            cfg_reload_weights <= 1'b1;
            cfg_precision      <= 3'd1;
            cfg_weight_base    <= 10'h180;
            cfg_act_base       <= 10'h1A0;
            cfg_result_base    <= 10'h1B0;
            cfg_array_size     <= ARRAY_DIM[5:0];
            mmio_ready         <= 1'b0;
            mmio_rdata         <= 32'd0;
        end else begin
            mmio_ready <= 1'b0;
            if (mmio_write) begin
                mmio_ready <= 1'b1;
                case (mmio_addr[5:2])
                    4'd0: {cfg_reload_weights, cfg_precision, cfg_start} <= mmio_wdata[4:0];
                    4'd2: cfg_weight_base <= mmio_wdata[9:0];
                    4'd3: cfg_act_base    <= mmio_wdata[9:0];
                    4'd4: cfg_result_base <= mmio_wdata[9:0];
                    4'd5: cfg_array_size  <= mmio_wdata[5:0];
                    default: ;
                endcase
            end
            if (mmio_read) begin
                mmio_ready <= 1'b1;
                case (mmio_addr[5:2])
                    4'd0: mmio_rdata <= {27'd0, cfg_reload_weights, cfg_precision, cfg_start};
                    4'd1: mmio_rdata <= status_reg;
                    4'd2: mmio_rdata <= {22'd0, cfg_weight_base};
                    4'd3: mmio_rdata <= {22'd0, cfg_act_base};
                    4'd4: mmio_rdata <= {22'd0, cfg_result_base};
                    4'd5: mmio_rdata <= {26'd0, cfg_array_size};
                    default: mmio_rdata <= 32'd0;
                endcase
            end
            if (state != IDLE) cfg_start <= 1'b0;
        end
    end
    wire signed [16:0] store_signed =
        {2'b0, shift_acc[row_idx], 1'b0} - {1'b0, bias_reg};
    wire [31:0] store_word =
        {{15{store_signed[16]}}, store_signed};
    integer i;
    always @(posedge clk or negedge nrst) begin
        if (!nrst) begin
            state      <= IDLE;
            status_reg <= 2'b0;
            row_idx    <= 6'b0;
            bit_plane  <= 3'b0;
            bias_reg   <= 16'b0;
            fetch_wait <= 2'b0;
            mem_write   <= 1'b0;
            mem_read   <= 1'b0;
            mem_addr  <= 10'b0;
            mem_wdata <= 32'b0;
            act_slice  <= {ARRAY_DIM{1'b0}};
            for (i = 0; i < ARRAY_DIM; i = i + 1) begin
                weight_reg[i] <= {ARRAY_DIM{1'b0}};
                shift_acc[i]  <= {ACC_WIDTH{1'b0}};
            end
        end else begin
            mem_write <= 1'b0;
            mem_read <= 1'b0;
            case (state)
                IDLE: begin
                    if (cfg_start) begin
                        status_reg <= 2'b01;  
                        for (i = 0; i < ARRAY_DIM; i = i + 1)
                            shift_acc[i] <= {ACC_WIDTH{1'b0}};
                        bias_reg <= cfg_array_size * ((16'd1 << cfg_precision) - 16'd1);
                        bit_plane <= cfg_precision - 3'd1;
                        row_idx   <= 6'd0;
                        state <= cfg_reload_weights ? LOAD_WEIGHTS : FETCH_ACT;
                    end
                end
                LOAD_WEIGHTS: begin
                    if (row_idx > 6'd1) begin
                        for (i = 0; i < ARRAY_DIM; i = i + 1)
                            weight_reg[i][row_idx - 6'd2] <= mem_rdata[i];
                    end
                    if (row_idx < cfg_array_size) begin
                        mem_read  <= 1'b1;
                        mem_addr <= cfg_weight_base + {4'd0, row_idx};
                        row_idx   <= row_idx + 6'd1;
                    end else if (row_idx == cfg_array_size) begin
                        row_idx <= row_idx + 6'd1;
                    end else begin
                        row_idx <= 6'd0;
                        state   <= FETCH_ACT;
                    end
                end
                FETCH_ACT: begin
                    case (fetch_wait)
                        2'd0: begin
                            mem_read   <= 1'b1;
                            mem_addr  <= cfg_act_base + {7'd0, bit_plane};
                            fetch_wait <= 2'd1;
                        end
                        2'd1: begin
                            fetch_wait <= 2'd2;
                        end
                        2'd2: begin
                            fetch_wait <= 2'd0;
                            act_slice  <= mem_rdata[ARRAY_DIM-1:0];
                            state      <= COMPUTE;
                        end
                        default: fetch_wait <= 2'd0;
                    endcase
                end
                COMPUTE: begin
                    for (i = 0; i < ARRAY_DIM; i = i + 1)
                        shift_acc[i] <= (shift_acc[i] << 1) + {{(ACC_WIDTH-6){1'b0}}, popcount[i]};
                    if (bit_plane > 3'd0) begin
                        bit_plane <= bit_plane - 3'd1;
                        state     <= FETCH_ACT;
                    end else begin
                        row_idx <= 6'd0;
                        state   <= STORE_RESULT;
                    end
                end
                STORE_RESULT: begin
                    if (row_idx < cfg_array_size) begin
                        mem_wdata <= store_word;
                        mem_addr  <= cfg_result_base + {4'd0, row_idx};
                        mem_write   <= 1'b1;
                        row_idx    <= row_idx + 6'd1;
                    end else begin
                        state <= DONE;
                    end
                end
                DONE: begin
                    status_reg <= 2'b10;  
                    state      <= IDLE;
                end
                default: state <= IDLE;
            endcase
        end
    end
endmodule
```
`./run.sh`:
```
#!/bin/bash
# OpenROAD 26Q1-2900-gdf79404cd8, Yosys 0.63+post, stock flow scripts
make -C /OpenROAD-flow-scripts/flow DESIGN_CONFIG=/design/flow/config.mk WORK_HOME=/design/flow/orfs finish
```
==> results_slide.txt <==
Implementation Results

Synthesis
  • Post-Syn Area: approximately 110000 sq um
  • Distinct lib cells used: a little under 90
  • Synth flops: 1522
  • Number of cells in Yosys stat: around 9900
  • Synthesis area per yosys: 107100 sq um
  • Yosys top cell by area: dfrtp_1
  • Seq/Total Area, Yosys: 0.3557
  • Post-synth top cells: dfrtp_1 (1509), inv_1 (1313), xnor2_1 (862)
  • Top-area cell type share of the netlist area: 0.3525
  • Post-synth EDFFs: 0
  • Most frequent cell after synthesis: dfrtp_1
  • Mapped Avg Cell Area: 10.87 sq um
  • Ys Warns: 5
  • Dominant synthesized flop cell: dfrtp_1
  • Cells after synthesis: ~9900
  • Async SR Flop Fraction: 1.000
  • Top post-synthesis cells by area: dfrtp_1 (35%), fa_1 (16%), xnor2_1 (7.0%)

STA
  • Worst-Margin Slew: about 1100 ps
  • Fmax: 0.08098 GHz
  • Setup TNS: 0 ps
  • Final Hold Viols: 0
  • Setup violations, final: 0
  • Final cycle utilization of the critical path: 0.2744
  • Slew Viols, Final: 0
  • Final clock skew: 71.66 ps
  • WHS: 475.6 ps
  • Post-route minimum period: 12350 ps
  • RSZ-0062 raised after global routing: false
  • Relative slew slack: 0.2559

Floorplanning
  • Rows: 169
  • Die height: 464.8 microns
  • Core footprint: 212500 sq um
  • Total die size: 216100 sq um
  • # IOs: 154
  • FP Util: 0.5040
  • Die X: roughly 460 microns

Clocking
  • Skew-Pair Late Insertion Delay: 880 ps
  • CTS tree: built
  • Postcts setup bufs: 0
  • CTS Root Cell: clkbuf_16
  • CTS clk-pin slew, worst paths: 60 ps
  • H-tree levels: 4
  • Max clock buf depth: 3
  • Num CTS Buffers: 180
  • PostCTS Resize Cnt: 0
  • Clk sinks: roughly 1500
  • Hold buffers post-CTS: 0

Power and ir drop
  • Pleak: 53.74 nW
  • Power Total: roughly 3.7 mW
  • PD cells: 31.12 nW/um^2
  • Peak VDD IR: roughly 0.04 mV

Min path
  • Worst min-delay path class: reg -> reg

Route
  • Final WL: 405.9 mm
  • Routed Antenna Nets: 0
  • First-pass DRT Iterations: 25
  • Drt drc: 0
  • Routed length per instance: between 30 and 40 microns
  • Via/cell ratio: between 5 and 6
  • Via count: 76420
  • DRT iter0 DRCs: 5186

Layout
  • Synth-to-Final Area Change: 10.15%
  • Share of cells above drive strength 1: 0.1023
  • Max reg flops: 1024
  • Number of fill cells: 17590
  • Register Area: 38150 sq um
  • Final core occ: 0.5552
  • Comb area: 61840 sq um
  • Design area: between 100000 and 150000 sq um

Placement
  • Routability cong.: 1.113
  • HPWL Detailed: 284.5 mm
  • Placed cell areas: 111600 sq um
  • IO Port Bufs: between 100 and 150

Worst setup path
  • Crit-path cells: buf_16, buf_4, buf_4, buf_4, buf_4, buf_4, buf_4
  • CP Capture Type: async pin
  • Worst EP required: 45880 ps
  • Critical Path Fanout Max: 93
  • Worst EP arrival: 13230 ps
  • Setup CP Type: in -> async
  • WP buf/inv: 7
  • Setup crit start kind: primary input
  • CP peak stage delay: 720 ps
  • Cell repeated most along the worst path: buf_4
  • Crit-path leading delay family: buffers and inverters
  • Slowest cell on crit path: buf_4

GRT
  • Initial antenna violation count: 25
  • Vias in the first global route: approximately 80000
  • GR Util All Layers: 0.4093
  • Pin count of the biggest net entering global routing: approximately 120
  • First-pass GRT wire length: 582.4 mm
  • Grt ovf: 0

Outcome
  • Status: complete, no violations

Job
  • Max-cap violations: 0
  • Stage-log warning count: 70
[worst min-delay path: stages (launching register included)]
cell and delay (ps):
dfrtp_1 340, nand2_1 50, nand2_1 50
[worst paths after layout]
check                                         startpoint                             to  slack (ps)  cells past startpoint
max in group clk0                   state[2]$_DFFE_PN0P_                   dbg_state[2]       33830                      1
worst min register to register                  register                       register         480                      2
worst min-delay path                            register                       register         480                      2
worst max register to register  act_slice[1]$_DFFE_PN0P_   shift_acc[29][9]$_DFFE_PN0P_       36670                     23
min in group asynchronous                           nrst      mmio_rdata[7]$_DFFE_PN0P_        8030                      1
worst max-delay path                                nrst  weight_reg[31][7]$_DFFE_PN0P_       32650                      7
[power by group]
part	switching (mW)	leakage (nW)	internal, mW
Sequential	0.0735	20.9	1.41
Combinational	0.354	29.7	0.252
Clock	0.649	3.12	0.934
Total	1.08	53.7	2.60
[layer usage]
metal  part of all wire  global-route usage  wire (microns)  up-vias
li1                   -                   -               -    32970
met1               0.37              0.5492          151100    38860
met2               0.42              0.5589          172400     3586
met3               0.14              0.2215           55960      969
met4              0.064              0.1943           26010       34
met5             0.0012             0.01203             470        -
[cell usage in the layout, fill, tap and decap left out, types with 34 or more instances in the layout]
cell type and instances:
clkbuf_1 43, o2111ai_1 34, clkbuf_8 43, inv_1 1313
dfrtp_1 1474, ha_1 570, xor2_1 548, a32oi_1 60
xnor2_1 862, nor2b_1 83, clkdlybuf4s50_1 105, nor3_1 50
o2bb2ai_1 745, mux2_2 311, nor2_1 127, fa_1 848
a21oi_1 200, o21ai_0 436, a22o_1 79, a22oi_1 50
nand3_1 38, clkbuf_16 181, buf_4 256, nand2_1 648
mux2i_1 63, o31ai_1 34, a21o_1 148, conb_1 34
and3_1 83
[stage by stage]
| step | instances | worst slack (ps) |
|---|---|---|
| 6_report | 12830 | 32650 |
| 5_1_grt | 12830 | 31960 |
| 4_1_cts | 12820 | 32440 |
| 3_5_place_dp | 12490 | 31500 |
| 3_3_place_gp | 12490 | 31510 |
| 2_1_floorplan | 9890 | 34360 |
[kinds of logic after synthesis]
family                     Yosys count  synth area share
AOI/OAI and AO/OA                 1987            0.1369
muxes                              425           0.04605
xor gates and xnor gates          1413            0.1157
other                                2        0.00007011
DFF                               1522            0.3557
and+or+nand+nor                   1182           0.05038
adders and majority gates         1418            0.2251
buffers and inverters             1909           0.07011
[area by class of cell]
cell class,instances,area share
flip-flops and latches,1522,0.3234
diodes,10,0.0002121
well taps,2821,0.02991
repair buffers,368,0.02632
inverters,1315,0.04183
clock inverters,72,0.009459
multi-input cells,6459,0.5241
clock buffers,267,0.04477
Power figures rest on the tool's default switching activity, not on a simulated workload.

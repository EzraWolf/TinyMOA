$ cat flow/run.sh
#!/bin/bash
# OpenROAD 26Q1-2900-gdf79404cd8, Yosys 0.63+post, stock flow scripts
make -C /OpenROAD-flow-scripts/flow DESIGN_CONFIG=/design/flow/config.mk WORK_HOME=/design/flow/orfs finish
$ cat flow/config.mk
export PLATFORM = sky130hd
export DESIGN_NAME = instr_loader
export DESIGN_NICKNAME = instr_loader
export VERILOG_FILES = /design/flow/design.v
export SDC_FILE = /design/flow/constraint.sdc
export NUM_CORES = 4
export LEC_CHECK = 1
export CORE_UTILIZATION = 40
$ cat flow/constraint.sdc
current_design instr_loader

set clk_period 4.4
set clk_io_pct 0.2

create_clock -name clk0 -period $clk_period [get_ports {clk}]

set non_clock_inputs [all_inputs -no_clocks]
set_input_delay [expr $clk_period * $clk_io_pct] -clock clk0 $non_clock_inputs
set_output_delay [expr $clk_period * $clk_io_pct] -clock clk0 [all_outputs]
$ cat flow/design.v
`default_nettype none
`timescale 1ns / 1ps
module instr_loader (
    input wire        clk,
    input wire        nrst,
    input wire        mem_read,
    output wire       mem_ready,
    output wire [31:0] mem_rdata,
    input wire [3:0] sw,
    input wire       btn_e
);
    localparam STATE_IDLE    = 2'd0;
    localparam STATE_LOADING = 2'd1;
    localparam STATE_READY   = 2'd2;
    reg [1:0] state;
    reg [2:0] nibble_idx;
    reg [31:0] instr_accum;
    reg [18:0] btn_e_filter;
    wire btn_e_debounced = &btn_e_filter;
    reg btn_e_prev;
    wire btn_e_press = btn_e_debounced && !btn_e_prev;
    always @(posedge clk) begin
        if (!nrst) begin
            btn_e_filter <= 19'b0;
            btn_e_prev <= 1'b0;
        end else begin
            btn_e_filter <= {btn_e_filter[17:0], btn_e};
            btn_e_prev <= btn_e_debounced;
        end
    end
    assign mem_rdata = instr_accum;
    assign mem_ready = (state == STATE_READY) && mem_read;
    always @(posedge clk) begin
        if (!nrst) begin
            state <= STATE_IDLE;
            nibble_idx <= 3'd0;
            instr_accum <= 32'd0;
        end else begin
            case (state)
                STATE_IDLE: begin
                    if (mem_read) begin
                        state <= STATE_LOADING;
                        nibble_idx <= 3'd0;
                        instr_accum <= 32'd0;
                    end
                end
                STATE_LOADING: begin
                    if (btn_e_press) begin
                        instr_accum[{nibble_idx, 2'b00} +: 4] <= sw;
                        if (nibble_idx == 3'd7) begin
                            state <= STATE_READY;
                        end else begin
                            nibble_idx <= nibble_idx + 3'd1;
                        end
                    end
                end
                STATE_READY: begin
                    if (mem_read) begin
                        state <= STATE_IDLE;
                    end
                end
            endcase
        end
    end
endmodule
==> results.sh <==
# yosys + openroad results
export IMPL_status="finished clean"
export IMPL_setup_viol_count_final=0
export IMPL_holdPathEnd="instr_accum[0]$_SDFFE_PN0P_"
export IMPL_r2r_end="instr_accum[14]$_SDFFE_PN0P_"
export IMPL_hold_path_cell_count=2
export IMPL_grt_pass1_vias=1744
export IMPL_critPathRequiredTime_ns=3.52
export IMPL_first_iter_violations=59
export IMPL_cts_tree="done"
export IMPL_avgRoutedWirePerCell_um=13.84
export IMPL_final_max_slew_viol_count=0
export IMPL_grt_max_degree=21
export IMPL_maxCapViolCount=0
export IMPL_hold_viol_final=0
export IMPL_crit_type="in -> out"
export IMPL_synth_area_mm2=0.002271
export IMPL_drive_gt1_share_pct=8.333
export IMPL_critPathArrivalTime_ns=2.02
export IMPL_dieWidth_um=77.35
export IMPL_end_kind="output port"
export IMPL_grt_usage_pct=18.27
export IMPL_numCtsBuffers=9
export IMPL_fp_utilization_pct=41.50
export IMPL_viasPerCell=5.144
export IMPL_rsz0062_at_grt="no"
export IMPL_yosys_warnings=1
export IMPL_port_buffers=40
export IMPL_postSynthSeqShare_pct=51.13
export IMPL_die_area_mm2=0.005982
export IMPL_drt_pass1_iterations=4
export IMPL_syn_inst=222
export IMPL_clkLatencyLatePin_ns=0.34
export IMPL_tool_warnings=27
export IMPL_holdBufCountCts=0
export IMPL_irDropWorstVdd_v=0.0002593
export IMPL_setup_tns_ns=0
export IMPL_worst_slew_pin_slew_ns=0.5521
export IMPL_p_per_area_mw_per_mm2=384.5
export IMPL_lay_top_count="dfxtp_1"
export IMPL_root_buffer="clkbuf_8"
export IMPL_rrSetupSlack_ns=2.04
export IMPL_r2r_start="nibble_idx[0]$_SDFFE_PN0P_"
export IMPL_synth_area_per_cell_um2=10.23
export IMPL_ctsResizeCount=0
export IMPL_fin_crit_sh_pct=66.00
export IMPL_core_area_mm2=0.005473
export IMPL_place_congestion=0.8315
export IMPL_wirelength_um=4818
export IMPL_antenna_found_initial=0
export IMPL_numClockSinks=58
export IMPL_num_fill_cells=493
export IMPL_fmax_mhz=344.4
export IMPL_drc=0
export IMPL_hold_start="instr_accum[0]$_SDFFE_PN0P_"
export IMPL_synth_distinct_cells=37
export IMPL_ioPinCount=41
export IMPL_cp_start_kind="input port"
export IMPL_fin_crit_ns=2.904
export IMPL_place_hpwl_um=3566
export IMPL_grt_remaining_overflow=0
export IMPL_hold_class="reg -> reg"
export IMPL_htreeDepth=3
export IMPL_reg2regPathDepth=7
export IMPL_synth_flop_count=58
export IMPL_mostFrequentLayoutCells="58 x dfxtp_1, 40 x clkdlybuf4s50_1, 21 x and2_1, 20 x nand2_1, 13 x a22o_1"
export IMPL_ys_cells=222
export IMPL_area_delta_synth_final_pct=31.35
export IMPL_die_h_um=77.35
export IMPL_cts_setup_buffers=0
export IMPL_vias=1790
export IMPL_rows=27
export IMPL_yosys_stat_area_mm2=0.002271
export IMPL_grt_pass1_wl_um=8431
export IMPL_clockBufferDepth=2
export IMPL_fin_worst_skew_ns=0.004940
export IMPL_ant_nets=0
export IMPL_critPathMaxFanout=5
export IMPL_insertedDiodeCount=0
export IMPL_max_slew_margin_pct=62.14
export IMPL_p_leak_nw=1.152
export IMPL_clk_pin_slew_ns=0.06
export IMPL_timing_hold_ws_ns=0.4579
layer usage:
layer | vias to the layer above | share of wire [%] | GRT usage [%] | wire [um]
li1 | 912 | - | - | -
met1 | 828 | 45 | 25.68 | 2178
met2 | 36 | 48 | 29.56 | 2298
met3 | 14 | 4.5 | 4.301 | 216
met4 | 0 | 2.6 | 3.585 | 125
met5 | - | 0 | 0 | 0
kinds of logic (layout without fill, tap and decap cells):
logic type / Yosys count / in the layout / share of synthesized area (%)
AND-OR/OR-AND: 44 / 44 / 14.49
adder cells (fa/ha/maj): 6 / 6 / 3.306
buffers and inverters: 12 / 66 / 2.314
flip-flops: 58 / 58 / 51.13
multiplexers: 6 / 6 / 2.700
AND/OR/NAND/NOR: 96 / 96 / 26.06
synth_stat cells:
library cell,instances,area [um2]
nand3b_1,1,7.510
a21boi_0,1,7.510
and2_2,1,7.510
nor4_1,2,12.51
and4_1,3,26.28
or2b_1,3,22.52
nand2b_1,3,18.77
a311oi_1,1,8.760
and3_1,2,12.51
o2bb2ai_1,12,105.1
nor4b_1,1,8.760
a21oi_1,7,35.03
ha_1,6,75.07
nor2_1,8,30.03
clkbuf_1,2,7.510
o21ai_0,6,30.03
nand3_1,5,25.02
nand4_1,9,56.30
nand2_1,20,75.07
buf_6,1,11.26
nor3_1,5,25.02
a21o_1,1,7.510
a31oi_1,2,12.51
or3_1,2,12.51
mux2i_1,5,50.05
a22o_1,13,113.9
a32oi_1,1,8.760
nor4_4,2,42.54
mux2_2,1,11.26
dfxtp_1,58,1161
nand4_4,1,21.27
nor2b_1,4,25.02
nor4_2,1,12.51
inv_1,9,33.78
or4_4,1,11.26
and2_1,21,131.4
nor3b_1,1,7.510
metrics by stage:
step	worst slack (ns)	total power, mW	std cells	cell area [um2]	util [%]
after floorplan	2.350	0.5687	222	2271	-
after global placement	1.505	0.5857	332	2750	50.25
after detailed placement	1.493	0.5853	332	2750	50.25
after CTS	1.495	1.162	348	2983	54.50
after global routing	1.423	1.193	348	2983	54.50
final	1.496	1.147	348	2983	54.50
state kept, by name, summed over array words and instances, names as in the netlist:
signal / flops
nibble_idx: 3
btn_e_prev: 1
state: 3
instr_accum: 32
btn_e_filter: 19
area by class of cell:
type	instances	area [um2]	share of cell area [%]
inverter	9	33.78	1.133
sequential	58	1161	38.93
timing repair buffer	41	407.9	13.67
tap	72	90.09	3.020
clock inverter	6	105.1	3.523
clock buffer	10	127.6	4.279
multi-input combinational	152	1057	35.44
worst max-delay path, cell delays in order:
cell	delay, ns
clkdlybuf4s50_1	0.53
and2_1	0.16
clkdlybuf4s50_1	0.45
where the power goes:
| part | total [mW] | internal (mW) | switching (mW) |
|---|---|---|---|
| sequential | 0.531 | 0.528 | 0.00261 |
| combinational | 0.0432 | 0.0146 | 0.0285 |
| clock | 0.573 | 0.373 | 0.200 |
| total | 1.15 | 0.916 | 0.231 |
worst max path at each step:
| stage | start | end | slack, ns | depth (start not counted) |
|---|---|---|---|---|
| 4_1_cts | mem_read | mem_ready | 1.50 | 3 |
| 5_1_grt | mem_read | mem_ready | 1.42 | 3 |
| 6_report | mem_read | mem_ready | 1.50 | 3 |
Power and IR drop assume default switching activity.
